### flow/run.sh
#!/bin/bash
# OpenROAD 26Q1-2900-gdf79404cd8, Yosys 0.63+post, stock flow scripts
make -C /OpenROAD-flow-scripts/flow DESIGN_CONFIG=/design/flow/config.mk WORK_HOME=/design/flow/orfs finish
### flow/constraint.sdc
current_design jpeg_package

set clk_period 5.3
set clk_io_pct 0.2

create_clock -name clk0 -period $clk_period [get_ports {clk}]

set non_clock_inputs [all_inputs -no_clocks]
set_input_delay [expr $clk_period * $clk_io_pct] -clock clk0 $non_clock_inputs
set_output_delay [expr $clk_period * $clk_io_pct] -clock clk0 [all_outputs]
### flow/config.mk
export PLATFORM = sky130hd
export DESIGN_NAME = jpeg_package
export DESIGN_NICKNAME = jpeg_package
export VERILOG_FILES = /design/flow/design.v
export SDC_FILE = /design/flow/constraint.sdc
export NUM_CORES = 4
export LEC_CHECK = 1
export CORE_UTILIZATION = 30
### flow/design.v
module jpeg_package#(
    parameter YUV_MODE      = 2,  
    parameter IMG_WIDTH     = 16'd128,  
    parameter IMG_HEIGHT    = 16'd128  
)(
    input                   clk,
    input                   rst_n,
    input                   Compress_data_rdy,Compress_data_last,
    input [ 7:0]            Compress_data,
    output reg              Compress_data_rden,
    output reg [ 7:0]       jpeg_data,
    output reg              jpeg_data_vaild,
    output reg              jpeg_data_last
);
parameter JPEG_SOI = 16'hFFD8;   
parameter JPEG_APP0 = {
                    16'hFFE0,    
                    16'h0010,    
                    40'h4A46494600,    
                    16'h0101,    
                    8'h01,    
                    IMG_WIDTH,    
                    IMG_HEIGHT,    
                    8'h00,    
                    8'h00  };   
parameter JPEG_DQT_Y = {
                    16'hFFDB,    
                    16'h0043,    
                    8'h00,    
                    512'h100B0C0E0C0A100E0D0E1211101318281A181616183123251D283A333D3933383740485C4E404457453738506D51575F626768673E4D71797064785C656763};    
parameter JPEG_DQT_UV = {
                    16'hFFDB,    
                    16'h0043,    
                    8'h01,    
                    521'h1112121815182F1A1A2F6342384263636363636363636363636363636363636363636363636363636363636363636363636363636363636363636363636363};    
parameter JPEG_SOF = {
                    16'hFFC0,    
                    16'h0011,    
                    8'h08,    
                    IMG_HEIGHT,    
                    IMG_WIDTH,    
                    8'h03,    
                    24'h012200,    
                    24'h022201,    
                    24'h032201 };   
parameter JPEG_DHT_Y_DC = {
                    16'hFFC4,    
                    16'h001F,    
                    8'h00,    
                    128'h00010501010101010100000000000000,    
                     96'h000102030405060708090A0B};    
parameter JPEG_DHT_Y_AC = {
                    16'hFFC4,    
                    16'h00B5,    
                    8'h10,    
                    128'h0002010303020403050504040000017D,    
                    1296'h02030400041105122131410613516107227114328191A1082342B1C11552D1F02433627282090A161718191A25262728292A3435363738393A434445464748494A535455565758595A636465666768696A737475767778797A838485868788898A92939495969798999AA2A3A4A5A6A7A8A9AAB2B3B4B5B6B7B8B9BAC2C3C4C5C6C7C8C9CAD2D3D4D5D6D7D8D9DAE1E2E3E4E5E6E7E8E9EAF1F2F3F4F5F6F7F8F9FA};
parameter JPEG_DHT_UV_DC = {
                    16'hFFC4,    
                    16'h001F,    
                    8'h01,    
                    128'h00030101010101010101010000000000,    
                     96'h000102030405060708090A0B};    
parameter JPEG_DHT_UV_AC = {
                    16'hFFC4,    
                    16'h00B5,    
                    8'h11,    
                    128'h00020102040403040705040400010277,    
                    1296'h000102031104052131061241510761711322328108144291A1B1C109233352F0156272D10A162434E125F11718191A262728292A35363738393A434445464748494A535455565758595A636465666768696A737475767778797A82838485868788898A92939495969798999AA2A3A4A5A6A7A8A9AAB2B3B4B5B6B7B8B9BAC2C3C4C5C6C7C8C9CAD2D3D4D5D6D7D8D9DAE2E3E4E5E6E7E8E9EAF2F3F4F5F6F7F8F9FA};
parameter JPEG_SOS = {
                    16'hFFDA,    
                    16'h000C,    
                    8'h03,    
                    16'h0100,    
                    16'h0211,    
                    16'h0311,    
                    8'h00,    
                    8'h3F,    
                    8'h00 };   
parameter JPEG_EOI = 16'hFFD9;  
parameter JPEG_SOI_NUM = 8'D2 - 1;  
parameter JPEG_APP0_NUM = 8'D18 - 1;  
parameter JPEG_DQT_Y_NUM = 8'D69 - 1;  
parameter JPEG_DQT_UV_NUM = 8'D69 - 1;  
parameter JPEG_SOF_NUM = 8'D19 - 1;  
parameter JPEG_DHT_Y_DC_NUM = 8'D33 - 1;  
parameter JPEG_DHT_Y_AC_NUM = 8'D183 - 1;  
parameter JPEG_DHT_UV_DC_NUM = 8'D33 - 1;  
parameter JPEG_DHT_UV_AC_NUM = 8'D183 - 1;  
parameter JPEG_SOS_NUM = 8'D14 - 1;  
parameter JPEG_EOI_NUM = 8'D2 - 1;  
enum {IDLE,SOI,APP0,DQT_Y, DQT_UV,SOF,DHT_Y_DC,DHT_Y_AC,DHT_UV_DC,DHT_UV_AC,SOS,DATA,EOI} JPEG_ENCODE_STATE;
reg [3:0] state = IDLE;
reg [7:0] encode_cnt = 8'd0;
always@(posedge clk)
    if(!rst_n)begin
        encode_cnt  <= 8'd0;
        jpeg_data           <= 8'd0;
        jpeg_data_vaild     <= 1'b0;
        jpeg_data_last      <= 1'b0; 
        state       <= IDLE;
    end else 
        case(state)
            IDLE:begin
                encode_cnt  <= 8'd0;
                if(Compress_data_rdy)begin
                    Compress_data_rden  <= 1'b1;
                    state               <= SOI;
                end else begin
                    Compress_data_rden  <= 1'b0;
                    jpeg_data           <= 8'd0;
                    jpeg_data_vaild     <= 1'b0;
                    jpeg_data_last      <= 1'b0;
                    state               <= IDLE;
                end
            end
            SOI:begin
                encode_cnt  <= encode_cnt == JPEG_SOI_NUM ? 'd0 : encode_cnt + 1'b1;
                jpeg_data_vaild <= 1'b1;
                jpeg_data       <= JPEG_SOI[(JPEG_SOI_NUM - encode_cnt) * 8 +: 8];
                state           <= encode_cnt == JPEG_SOI_NUM ? APP0 : SOI;
            end
            APP0:begin
                encode_cnt  <= encode_cnt == JPEG_APP0_NUM ? 'd0 : encode_cnt + 1'b1;
                jpeg_data       <= JPEG_APP0[(JPEG_APP0_NUM - encode_cnt) * 8 +: 8];
                state           <= encode_cnt == JPEG_APP0_NUM ? DQT_Y : APP0;
            end
            DQT_Y:begin
                encode_cnt  <= encode_cnt == JPEG_DQT_Y_NUM ? 'd0 : encode_cnt + 1'b1;
                jpeg_data       <= JPEG_DQT_Y[(JPEG_DQT_Y_NUM - encode_cnt) * 8 +: 8];
                state           <= encode_cnt == JPEG_DQT_Y_NUM ? DQT_UV : DQT_Y;
            end
            DQT_UV:begin
                encode_cnt  <= encode_cnt == JPEG_DQT_UV_NUM ? 'd0 : encode_cnt + 1'b1;
                jpeg_data       <= JPEG_DQT_UV[(JPEG_DQT_UV_NUM - encode_cnt) * 8 +: 8];
                state           <= encode_cnt == JPEG_DQT_UV_NUM ? SOF : DQT_UV;
            end
            SOF:begin
                encode_cnt  <= encode_cnt == JPEG_SOF_NUM ? 'd0 : encode_cnt + 1'b1;
                jpeg_data       <= JPEG_SOF[(JPEG_SOF_NUM - encode_cnt) * 8 +: 8];
                state           <= encode_cnt == JPEG_SOF_NUM ? DHT_Y_DC : SOF;
            end
            DHT_Y_DC:begin
                encode_cnt  <= encode_cnt == JPEG_DHT_Y_DC_NUM ? 'd0 : encode_cnt + 1'b1;
                jpeg_data       <= JPEG_DHT_Y_DC[(JPEG_DHT_Y_DC_NUM - encode_cnt) * 8 +: 8];
                state           <= encode_cnt == JPEG_DHT_Y_DC_NUM ? DHT_Y_AC : DHT_Y_DC;
            end
            DHT_Y_AC:begin
                encode_cnt  <= encode_cnt == JPEG_DHT_Y_AC_NUM ? 'd0 : encode_cnt + 1'b1;
                jpeg_data       <= JPEG_DHT_Y_AC[(JPEG_DHT_Y_AC_NUM - encode_cnt) * 8 +: 8];
                state           <= encode_cnt == JPEG_DHT_Y_AC_NUM ? DHT_UV_DC : DHT_Y_AC;
            end
            DHT_UV_DC:begin
                encode_cnt  <= encode_cnt == JPEG_DHT_UV_DC_NUM ? 'd0 : encode_cnt + 1'b1;
                jpeg_data       <= JPEG_DHT_UV_DC[(JPEG_DHT_UV_DC_NUM - encode_cnt) * 8 +: 8];
                state           <= encode_cnt == JPEG_DHT_UV_DC_NUM ? DHT_UV_AC : DHT_UV_DC;
            end
            DHT_UV_AC:begin
                encode_cnt  <= encode_cnt == JPEG_DHT_UV_AC_NUM ? 'd0 : encode_cnt + 1'b1;
                jpeg_data       <= JPEG_DHT_UV_AC[(JPEG_DHT_UV_AC_NUM - encode_cnt) * 8 +: 8];
                state           <= encode_cnt == JPEG_DHT_UV_AC_NUM ? SOS : DHT_UV_AC;
            end
            SOS:begin
                encode_cnt  <= encode_cnt == JPEG_SOS_NUM ? 'd0 : encode_cnt + 1'b1;
                jpeg_data       <= JPEG_SOS[(JPEG_SOS_NUM - encode_cnt) * 8 +: 8];
                state           <= encode_cnt == JPEG_SOS_NUM ? EOI : SOS;
            end
            EOI:begin
                encode_cnt  <= encode_cnt == JPEG_EOI_NUM ? 'd0 : encode_cnt + 1'b1;
                jpeg_data       <= JPEG_EOI[(JPEG_EOI_NUM - encode_cnt) * 8 +: 8];
                jpeg_data_vaild     <= encode_cnt == JPEG_EOI_NUM ? 1'b0 : 1'b1;
                jpeg_data_last      <= encode_cnt == JPEG_EOI_NUM ? 1'b1 : 1'b0;
                state           <= encode_cnt == JPEG_EOI_NUM ? IDLE : EOI;
            end
        endcase
endmodule 
==> flow_summary.html <==
<h2>Synthesis and place &amp; route</h2>
<table>
<tr><th>Metric</th><th>Value</th></tr>
<tr><th colspan="2">Clock network</th></tr>
<tr><td>Count of buffers added by post-CTS timing repair for setup</td><td>0</td></tr>
<tr><td>Clock tree from TritonCTS</td><td>built</td></tr>
<tr><td>Max Buffers Root-to-Sink</td><td>2</td></tr>
<tr><td>Clock transition at the registers of the reported paths</td><td>70 ps</td></tr>
<tr><td>Number of cells upsized or downsized after cts</td><td>0</td></tr>
<tr><td>Number of clock sinks</td><td>23</td></tr>
<tr><td>Insertion delay to the later sink of the worst-skew pair</td><td>260 ps</td></tr>
<tr><td>Number of H-tree branching levels</td><td>1</td></tr>
<tr><td>Root Buffer</td><td>sky130_fd_sc_hd__clkbuf_16</td></tr>
<tr><td>CTS buffer count</td><td>3</td></tr>
<tr><td># hold bufs at CTS</td><td>0</td></tr>
<tr><th colspan="2">Yosys</th></tr>
<tr><td>Async SR Flop Fraction</td><td>0%</td></tr>
<tr><td>Post-synthesis instance area</td><td>7300 sq um</td></tr>
<tr><td>Cell taking the most area after synthesis</td><td>sky130_fd_sc_hd__o21ai_0</td></tr>
<tr><td>Synthesis area per yosys</td><td>7300 sq um</td></tr>
<tr><td>Most frequently used flop master after synthesis</td><td>sky130_fd_sc_hd__dfxtp_1</td></tr>
<tr><td>Register area share after synthesis</td><td>6.44%</td></tr>
<tr><td>Yosys reg bits</td><td>23</td></tr>
<tr><td>Mapped Cells</td><td>1183</td></tr>
<tr><td>Top-area cell share</td><td>7.95%</td></tr>
<tr><td>Yosys cell count</td><td>1183</td></tr>
<tr><td>Warnings, synthesis</td><td>1</td></tr>
<tr><td>Count of cell types in the netlist</td><td>92</td></tr>
<tr><td>EDFF count, synth</td><td>1</td></tr>
<tr><td>Average footprint of a synthesized cell</td><td>6.17 sq um</td></tr>
<tr><td>Cells taking the most area after synthesis</td><td>sky130_fd_sc_hd__o21ai_0, sky130_fd_sc_hd__a21oi_1, sky130_fd_sc_hd__nand2_1, sky130_fd_sc_hd__dfxtp_1, sky130_fd_sc_hd__nor2_1</td></tr>
<tr><th colspan="2">Setup path</th></tr>
<tr><td>CP max-delay cell</td><td>sky130_fd_sc_hd__dfxtp_2</td></tr>
<tr><td>R2R Setup Slk</td><td>1270 ps</td></tr>
<tr><td>Type of element launching the critical path</td><td>register</td></tr>
<tr><td>Crit path buf inv count</td><td>1</td></tr>
<tr><td>R2r startpoint</td><td>encode_cnt[2]</td></tr>
<tr><td>Largest delay share family, worst path</td><td>simple AND/OR/NAND/NOR gates</td></tr>
<tr><td>Cell Chain, Critical Path</td><td>ha_1, nor2b_1, nand2_1, nand2_1, buf_4, nor2_1, o21ai_0, a311oi_1, nor4b_1, o31a_1</td></tr>
<tr><td>Critical path capture point type</td><td>register</td></tr>
<tr><td>Beginning of the critical path</td><td>encode_cnt[2]</td></tr>
<tr><td>Worst path arrival time</td><td>4240 ps</td></tr>
<tr><td>Kind of critical path</td><td>register to register</td></tr>
<tr><td>Delay of the slowest cell on the worst path</td><td>660 ps</td></tr>
<tr><td>Most frequent cell on the critical path</td><td>sky130_fd_sc_hd__nand2_1</td></tr>
<tr><td>Max FO, Critical Path</td><td>23</td></tr>
<tr><td>Required time of the critical path</td><td>5510 ps</td></tr>
<tr><th colspan="2">Global routing</th></tr>
<tr><td>Maximum number of pins on one net before global-route repair</td><td>65</td></tr>
<tr><td>Gr ovfl total</td><td>0</td></tr>
<tr><td>First-pass GRT wire length</td><td>55500 um</td></tr>
<tr><td>Via count of the first global-routing pass</td><td>9024</td></tr>
<tr><td>Antenna violations before repair</td><td>0</td></tr>
<tr><td>Global-route usage over all layers</td><td>29.3%</td></tr>
<tr><th colspan="2">Place</th></tr>
<tr><td>Placer's final routability congestion estimate</td><td>1.04</td></tr>
<tr><td>Port buffer count</td><td>13</td></tr>
<tr><td>Placed inst area</td><td>7690 sq um</td></tr>
<tr><td>Placed wire-length estimate after detailed placement</td><td>25100 um</td></tr>
<tr><th colspan="2">Routing</th></tr>
<tr><td>Count of antenna-violating nets left after detailed routing</td><td>0</td></tr>
<tr><td>DR WL/cell</td><td>24.8 um</td></tr>
<tr><td>Vias per inst</td><td>6.94</td></tr>
<tr><td>Inserted Diodes</td><td>0</td></tr>
<tr><td>Routed WL</td><td>35800 um</td></tr>
<tr><td>Via count</td><td>10000</td></tr>
<tr><td>Remaining DRCs</td><td>0</td></tr>
<tr><td>First-pass iteration count of the detailed router</td><td>7</td></tr>
<tr><td>Count of routing violations after the opening detailed-route iteration</td><td>1448</td></tr>
<tr><th colspan="2">Die</th></tr>
<tr><td>Core Density at Floorplan</td><td>30.8%</td></tr>
<tr><td>Die span in x</td><td>158 um</td></tr>
<tr><td>Chip area</td><td>25000 sq um</td></tr>
<tr><td>Placeable core area</td><td>23700 sq um</td></tr>
<tr><td>Top-level I/O count</td><td>23</td></tr>
<tr><td>Row count</td><td>56</td></tr>
<tr><td>Vertical die size</td><td>158 um</td></tr>
<tr><th colspan="2">Layout</th></tr>
<tr><td>Sequential cell area</td><td>477 sq um</td></tr>
<tr><td>Fraction of final layout cells with drive strength greater than 1</td><td>8.36%</td></tr>
<tr><td>Post-layout instance area</td><td>7770 sq um</td></tr>
<tr><td>Combinational Area</td><td>6250 sq um</td></tr>
<tr><td>Post-synthesis to final-layout area growth</td><td>6.37%</td></tr>
<tr><td>Fill cells</td><td>2646</td></tr>
<tr><th colspan="2">Power and ir drop</th></tr>
<tr><td>Total leakage power</td><td>2.50 nW</td></tr>
<tr><td>Pwr/cell area</td><td>226 nW/um^2</td></tr>
<tr><td>Maximum vdd drop</td><td>0.127 mV</td></tr>
<tr><th colspan="2">Timing</th></tr>
<tr><td>RSZ-0062 raised after global routing</td><td>no</td></tr>
<tr><td>Max-slew violation count</td><td>0</td></tr>
<tr><td>Peak clock frequency supported by timing</td><td>248 MHz</td></tr>
<tr><td>Setup-failing EPs final</td><td>0</td></tr>
<tr><td>Shortest clock period the worst path allows after layout</td><td>4030 ps</td></tr>
<tr><td>Worst slew margin relative to its limit</td><td>33.3%</td></tr>
<tr><td>Slew of the pin with the lowest slew margin</td><td>975 ps</td></tr>
<tr><td>Setup TNS</td><td>0 ps</td></tr>
<tr><td>Final Hold Violation Tally</td><td>0</td></tr>
<tr><td>Period utilization</td><td>76.0%</td></tr>
<tr><td>Largest clock skew in the final design</td><td>2.57 ps</td></tr>
<tr><th colspan="2">Status</th></tr>
<tr><td>Outcome</td><td>completed</td></tr>
<tr><th colspan="2">Run</th></tr>
<tr><td>Stage-log warning count</td><td>40</td></tr>
<tr><td>Max-cap violation count</td><td>0</td></tr>
<tr><th colspan="2">Hold path</th></tr>
<tr><td>Hold path startpoint</td><td>jpeg_data_last</td></tr>
<tr><td>Hold Crit Class</td><td>register to register</td></tr>
</table>
[state kept, by name, summed over array words and instances, names as in the netlist]
name and flops:
jpeg_data_last 1, Compress_data_rden 1, jpeg_data 8, jpeg_data_vaild 1
encode_cnt 8, state 4
[area by class of cell]
type / instances / share of cell area [%]
multi-input combinational: 1021 / 80.5
timing repair buffer: 63 / 6.51
sequential: 23 / 6.14
tap: 319 / 5.14
clock buffer: 3 / 0.966
inverter: 14 / 0.677
clock inverter: 1 / 0.0644
[report_power, final]
part           switching [mW]  internal (mW)
clock network          0.0755          0.102
logic                   0.884          0.468
registers              0.0331          0.197
total                   0.992          0.767
[cells by family after synthesis]
family | share of synthesized area [%]
AOI/OAI and AO/OA | 46.7
xor gates and xnor gates | 5.57
adders and majority gates | 1.78
buffers and inverters | 8.36
DFF | 6.44
muxes | 0.720
and+or+nand+nor | 30.4
[worst paths after layout]
path / to / depth (start not counted)
hold reg to reg: jpeg_data_last / 2
setup reg to reg: jpeg_data[7] / 10
setup / recovery: jpeg_data[7] / 10
hold / removal: jpeg_data_last / 2
[through the flow]
| step | utilization, % | std cells | hold slack [ps] | setup WS [ps] | power (mW) |
|---|---|---|---|---|---|
| global placement | 32.5 | 1440 | 499 | 1470 | 1.54 |
| floorplan | - | 1183 | 458 | 1720 | 1.14 |
| detailed placement | 32.5 | 1440 | 504 | 1500 | 1.53 |
| finish | 32.8 | 1444 | 523 | 1270 | 1.76 |
| CTS | 32.8 | 1444 | 517 | 1500 | 1.71 |
| global route | 32.8 | 1444 | 568 | 1130 | 1.86 |
[cells in the mapped netlist (15+ instances only)]
cell type and n:
sky130_fd_sc_hd__nor4_1 16, sky130_fd_sc_hd__o22ai_1 21, sky130_fd_sc_hd__nor3_1 50, sky130_fd_sc_hd__clkbuf_1 51, sky130_fd_sc_hd__a211oi_1 25, sky130_fd_sc_hd__a21oi_1 113, sky130_fd_sc_hd__buf_1 19, sky130_fd_sc_hd__buf_2 49
sky130_fd_sc_hd__xnor2_1 31, sky130_fd_sc_hd__a31oi_1 29, sky130_fd_sc_hd__dfxtp_1 22, sky130_fd_sc_hd__o21ai_0 116, sky130_fd_sc_hd__nand3_1 44, sky130_fd_sc_hd__nand2b_1 17, sky130_fd_sc_hd__nand4_1 15, sky130_fd_sc_hd__nand2_1 133
sky130_fd_sc_hd__nor2_1 101, sky130_fd_sc_hd__o211ai_1 22
[layer usage]
| layer | global-route usage, % | routed length [um] | vias to the layer above |
|---|---|---|---|
| met2 | 43.0 | 15100 | 772 |
| met1 | 43.0 | 15000 | 4652 |
| met3 | 5.10 | 4210 | 134 |
| met5 | 0 | 0 | - |
| met4 | 10.3 | 1510 | 0 |
| li1 | - | - | 4465 |
[cells in the final DEF (no fill, tap or decap), drive strengths merged, types with 8 or more instances in the layout]
master         synthesis  routed
nand2                133     133
o21ai                120     120
a21oi                116     116
nor2                 101     101
nor3                  51      51
buf                   73      50
nand3                 44      44
xnor2                 33      33
a31oi                 29      29
a211oi                25      25
o211ai                23      23
o22ai                 22      22
dfxtp                 22      22
nand2b                17      17
nor4                  16      16
nand4                 15      15
nor2b                 14      14
a211o                 13      13
clkdlybuf4s50          0      13
o31ai                 13      13
inv                   12      12
a221oi                11      11
a311oi                11      11
o311ai                11      11
or4                   10      10
o221ai                 9       9
a21o                   9       9
or2                    9       9
xor2                   9       9
and3                   8       8
a32oi                  8       8
a2111oi                8       8
o2111ai                8       8
ha                     8       8
[tightest hold or removal path, stage by stage (launching register included)]
cell and delay (ps):
sky130_fd_sc_hd__dfxtp_1 330, sky130_fd_sc_hd__o41ai_1 60, sky130_fd_sc_hd__a2111oi_0 90
No activity file was given, so power comes from the tool's default toggle rates.
